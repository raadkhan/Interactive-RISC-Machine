--- design/flow/constraint.sdc ---
current_design sseg

set clk_period 1.2
set clk_io_pct 0.2

create_clock -name clk0 -period $clk_period

set non_clock_inputs [all_inputs -no_clocks]
set_input_delay [expr $clk_period * $clk_io_pct] -clock clk0 $non_clock_inputs
set_output_delay [expr $clk_period * $clk_io_pct] -clock clk0 [all_outputs]
--- design/flow/run.sh ---
#!/bin/bash
# OpenROAD 26Q1-2900-gdf79404cd8, Yosys 0.63+post, stock flow scripts
make -C /OpenROAD-flow-scripts/flow DESIGN_CONFIG=/design/flow/config.mk WORK_HOME=/design/flow/orfs finish
--- design/flow/design.v ---
module top(KEY,SW,LEDR,HEX0,HEX1,HEX2,HEX3,HEX4,HEX5,CLOCK_50);
    input CLOCK_50;
    input [3:0] KEY;
    input [9:0] SW;
    output [9:0] LEDR;
    output [6:0] HEX0, HEX1, HEX2, HEX3, HEX4, HEX5;
    wire Z, N, V;
    wire [15:0] out;
    wire [15:0] write_data = out;
    wire [15:0] read_data, dout;
    wire [8:0] mem_addr;
    wire [1:0] mem_cmd;
    wire msel = (1'b0 == mem_addr[8]);
    cpu CPU( .clk (CLOCK_50),  
             .reset (~KEY[1]),
             .read_data(read_data),
             .mem_addr(mem_addr),
             .mem_cmd(mem_cmd),
             .out   (out),
             .Z     (Z),
             .N     (N),
             .V     (V),
             .w     (LEDR[8]) );
    wire e = (msel) & (mem_cmd == 2'b10);
    wire write = (mem_cmd == 2'b01) & (msel);
    tsd tsdMEM(.in(dout), .c(e), .out(read_data));
    RAM #(16, 8, "demo.txt") MEM( .clk(CLOCK_50),
                                  .read_address(mem_addr[7:0]),
                                  .write_address(mem_addr[7:0]),
                                  .write(write),
                                  .din(write_data),
                                  .dout(dout) );
    wire swe = (mem_cmd == 2'b10) & (mem_addr == 9'b101000000);
    tsd tsdSW(.in({8'b0, SW[7:0]}), .c(swe), .out(read_data));
    wire load_led = (mem_addr == 9'b100000000) & (mem_cmd == 2'b01);
    Reg #(8) regLED(.clk(CLOCK_50), .in(write_data[7:0]), .load(load_led), .out(LEDR[7:0]));
    assign HEX5[0] = ~Z;
    assign HEX5[6] = ~N;
    assign HEX5[3] = ~V;
    sseg H0(out[3:0],   HEX0);
    sseg H1(out[7:4],   HEX1);
    sseg H2(out[11:8],  HEX2);
    sseg H3(out[15:12], HEX3);
    assign HEX4 = 7'b1111111;
    assign {HEX5[2:1],HEX5[5:4]} = 4'b1111;  
    assign LEDR[9] = 1'b0;
endmodule
module tsd(in, c, out);
    parameter n = 16;
    input [n-1:0] in;
    input c;
    output wire [n-1:0] out;
    assign out = c ? in : {n{1'bz}};
endmodule
module vDFF(clk,D,Q);
    parameter n=1;
    input clk;
    input [n-1:0] D;
    output [n-1:0] Q;
    reg [n-1:0] Q;
    always @(posedge clk)
        Q <= D;
endmodule
module sseg(in,segs);
    input [3:0] in;
    output reg [6:0] segs;
    always @(in)
    begin
        case(in)
            4'b0000:
                segs = 7'b1000000;
            4'b0001:
                segs = 7'b1111001;
            4'b0010:
                segs = 7'b0100100;
            4'b0011:
                segs = 7'b0110000;
            4'b0100:
                segs = 7'b0011001;
            4'b0101:
                segs = 7'b0010010;
            4'b0110:
                segs = 7'b0000010;
            4'b0111:
                segs = 7'b1111000;
            4'b1000:
                segs = 7'b0000000;
            4'b1001:
                segs = 7'b0011000;
            4'b1010:
                segs = 7'b0001000;
            4'b1011:
                segs = 7'b0000011;
            4'b1100:
                segs = 7'b1000110;
            4'b1101:
                segs = 7'b0100001;
            4'b1110:
                segs = 7'b0000110;
            4'b1111:
                segs = 7'b0001110;
            default:
                segs = 7'b1000000;
        endcase
    end
endmodule
--- design/flow/config.mk ---
export PLATFORM = sky130hd
export DESIGN_NAME = sseg
export DESIGN_NICKNAME = sseg
export VERILOG_FILES = /design/flow/design.v
export SDC_FILE = /design/flow/constraint.sdc
export NUM_CORES = 4
export LEC_CHECK = 1
export CORE_AREA = 10 10 70 70
export DIE_AREA = 0 0 80 80
==> results.yml <==
# physical design summary
global_route:
  grt_pass1_wl_mm: 1.97
  grt_pass1_vias: 405
  overflow: 0
  antenna_found_initial: 0
  grt_max_degree: 7
  grt_usage_pct: 3.60
placed_design:
  dp_hpwl_um: 614
  gp_congestion: 0.776
  port-buffer-count: 11
  dp_cells: 101
  pre_cts_ws_ns: -1.04
run_status:
  outcome: "complete, but fails checks"
  violations: "setup timing"
route:
  antennaDiodeCount: 0
  drc: 0
  first_pass_iters: 4
  drt-total-wl_mm: 1.30
  via_per_inst: 3.42
  wl_per_cell_um: 11.2
  ant_nets: 0
  num_vias: 397
  drtIter0Drc: 26
setup_path:
  worstSetupEndpointType: "output port"
  start_kind: "primary input"
  cp_max_fo: 3
  crit_arrival_ns: 1.20
  required_ns: 0.96
  crit_type: "primary input to output port"
layout:
  regArea_um2: 0
  final_cells: 116
  drive_gt1_share_pct: 82.9
  areaGrowthSynthToFinish_pct: 202
  comb_area_um2: 347
  flops: 0
  clock_buffers: 0
  fillers: 357
flow_run:
  maxCapViolations: 0
  tool_warnings: 39
synthesis:
  topCellsByArea: "ha_1 (29%), mux2i_1 (12%), a22o_1 (6.9%)"
  syn_area_um2: 255
  ys_types: 19
  syn_inst: 34
  synth_area_per_cell_um2: 7.51
  ys_seq_share_pct: 0
  ys.warnings.count: 2
  synthTopCellsByCount: "ha_1 (6), inv_1 (3), mux2i_1 (3), nor2_1 (3), o21ai_0 (3)"
  top_area_share_pct: 29.4
  largest_area_cell: "ha_1"
  yosysCellCount: 34
  synth-area-yosys_um2: 255
  yosys.cell_count.top_type: "ha_1"
timing:
  fmax_mhz: 693
  timing.slew.headroom_pct: 85.6
  period_used_pct: 120
  hold_violations: 0
  timing.hold.ws_ns: 0.923
  worst_slack_ns: -0.243
  rsz0062_at_grt: "yes"
  finalSetupViolCount: 7
  drv_slew: 0
  tightest_slew_ns: 0.213
  fin_crit_ns: 1.44
floorplan:
  io_pins: 11
  dieWidth_um: 80
  core_util_floorplan_pct: 7.47
  core_um2: 3420
  dieHeight_um: 80
  rows: 21
  fp.dieArea_um2: 6400
power:
  p_switching_mw: 0.100
  p_int_mw: 0.156
  p_clk_share_pct: 0
  pwr-share-seq_pct: 0
  p_leak_nw: 0.345
  combPwrFrac_pct: 100.0
  switching_share_pct: 39.1
  p_per_area_nw_per_um2: 333
  ir_drop_v: 0.0000499
hold_path:
  hold_class: "primary input to output port"
through the flow:
step           util, %  instance area [um^2]  power [mW]  TNS, ns
2_1_floorplan        -                   258      0.0602        0
3_3_place_gp      14.7                   500       0.157    -6.67
3_5_place_dp      14.7                   500       0.158    -6.55
4_1_cts           20.5                   701       0.220   -0.877
5_1_grt           22.6                   771       0.279    -1.45
6_report          22.6                   771       0.257    -1.10
placed cells by master (no fill, tap or decap), drive strengths merged:
cell type and instances:
buf 37, ha 6, nor2 4, o21ai 4, mux2i 3, inv 3
a22o 2, nand2b 2, a21oi 1, nand2 1, o22ai 1, nand3 1
nor2b 1, a32o 1, or3b 1, mux2 1, clkdlybuf4s15 1
metal layers:
layer	GRT usage (%)	wire [um]
met3	0.455	49
met4	0	0
met5	0	0
met2	6.74	709
met1	4.48	536
worst max-delay path, cell delays in order:
cell,delay [ns]
buf_8,0.11
inv_6,0.05
buf_6,0.09
ha_4,0.13
nor2_2,0.03
or3b_1,0.36
o21ai_1,0.08
buf_2,0.11
path summary, 6_finish.rpt:
check,start,end,slack (ns),cells past startpoint
worst max-delay path,in[0],segs[0],-0.24,8
worst min-delay path,in[1],segs[1],0.92,4
area by class of cell:
class | count | share of cell area (%)
inverter | 3 | 3.41
multi-input combinational | 29 | 45.0
tap | 46 | 7.47
timing repair buffer | 38 | 44.2
kinds of logic (layout without fill, tap and decap cells):
| logic type | count (synthesis) | count (layout) | share of synthesized area (%) |
|---|---|---|---|
| AOI/OAI and AO/OA | 9 | 9 | 23.0 |
| adders and majority gates | 6 | 6 | 29.4 |
| buffers and inverters | 5 | 41 | 10.3 |
| muxes | 4 | 4 | 16.2 |
| and+or+nand+nor | 10 | 10 | 21.1 |
timing repair:
action / 4_1_cts / 5_1_grt
gates cloned: 1 / 0
endpoints found under the setup margin: 7 / 7
pin swaps: 11 / 8
gates resized: 78 / 11
setup buffers: 12 / 3
hold buffers: 0 / 0
power by group through the flow:
stage     Combinational [mW]  Sequential [mW]  Clock [mW]
6_report               0.257                0           0
5_1_grt                0.279                0           0
4_1_cts                0.220                0           0
Power figures rest on the tool's default switching activity, not on a simulated workload.
