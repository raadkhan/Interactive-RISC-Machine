===== /design/flow/run.sh =====
#!/bin/bash
# OpenROAD 26Q1-2900-gdf79404cd8, Yosys 0.63+post, stock flow scripts
make -C /OpenROAD-flow-scripts/flow DESIGN_CONFIG=/design/flow/config.mk WORK_HOME=/design/flow/orfs finish

===== /design/flow/config.mk =====
export PLATFORM = sky130hd
export DESIGN_NAME = datapath
export DESIGN_NICKNAME = datapath
export VERILOG_FILES = /design/flow/design.v
export SDC_FILE = /design/flow/constraint.sdc
export NUM_CORES = 4
export LEC_CHECK = 1
export CORE_UTILIZATION = 30

===== /design/flow/constraint.sdc =====
current_design datapath

set clk_period 11.0
set clk_io_pct 0.2

create_clock -name clk0 -period $clk_period [get_ports {clk}]

set non_clock_inputs [all_inputs -no_clocks]
set_input_delay [expr $clk_period * $clk_io_pct] -clock clk0 $non_clock_inputs
set_output_delay [expr $clk_period * $clk_io_pct] -clock clk0 [all_outputs]

===== /design/flow/design.v =====
module alu(Ain, Bin, ALUop, ALUout, status);
    parameter n = 16;
    input wire [n-1:0] Ain, Bin;
    input wire [1:0] ALUop;
    output reg [n-1:0] ALUout;
    output reg [2:0] status;
    wire [n-1:0] ABout;
    wire overflow;
    reg negative, zero;
    AddSub #(n) as(Ain, Bin, ALUop[0], ABout, overflow);
    always @(*)
    begin
        case(ALUop)
            2'b00:
                ALUout = ABout;
            2'b01:
                ALUout = ABout;
            2'b10:
                ALUout = Ain & Bin;
            2'b11:
                ALUout = ~Bin;
        endcase
        negative = ALUout[n-1];
        zero = ~(|ALUout);
        status = {overflow, negative, zero};
    end
endmodule
module AddSub(a, b, sub, s, ovf);
    parameter n = 8;
    input [n-1:0] a, b;
    input sub;
    output [n-1:0] s;
    output ovf;
    wire c1, c2;
    wire ovf = c1 ^ c2;
    Adder1 #(n-1) ai(a[n-2:0], b[n-2:0] ^ {n-1{sub}}, sub, c1, s[n-2:0]);
    Adder1 #(1) as(a[n-1], b[n-1] ^ sub, c1, c2, s[n-1]);
endmodule
module Adder1(a, b, cin, cout, s);
    parameter n = 8;
    input [n-1:0] a, b;
    input cin;
    output wire [n-1:0] s;
    output wire cout;
    assign {cout, s} = a + b + cin;
endmodule
module datapath(clk,
				readnum, loada, loadb,
				sximm5, opcode, shift, asel, bsel, ALUop, loadc, loads,
				sximm8, vsel, writenum, write,
				pc_out,
				mdata,
				datapath_out, status_out, LR);
	input [15:0]  mdata, sximm8, sximm5;
	input [8:0] pc_out;
	input clk, write, loada, loadb, loadc, loads, asel, bsel;
	input [2:0] writenum, readnum, opcode;
	input [1:0] shift, ALUop, vsel;
	output [15:0] datapath_out;
	output [2:0] status_out;
	wire [2:0] status_in;
	wire [15:0] data_in, data_out, Aout, Bout, ShiftBout, ALUout;
	output wire [8:0] LR;
	assign LR = Aout[8:0];
	wire [15:0] Ain = (asel ? 16'b0 : Aout);
	wire [15:0] Bin = (bsel ? sximm5 : ShiftBout);
	regfile REGFILE(.clk(clk), .writenum(writenum), .write(write),
					.data_in(data_in), .readnum(readnum), .data_out(data_out));
	alu ALU(.Ain(Ain), .Bin(Bin), .ALUop(ALUop),
			.ALUout(ALUout), .status(status_in));
	shifter Shifter(.in(Bout), .opcode(opcode), .shift(shift), .out(ShiftBout));
	Reg regA(.clk(clk), .in(data_out), .load(loada), .out(Aout));
	Reg regB(.clk(clk), .in(data_out), .load(loadb), .out(Bout));
	Reg regC(.clk(clk), .in(ALUout), .load(loadc), .out(datapath_out));
	Reg #(3) regStatus(.clk(clk), .in(status_in), .load(loads), .out(status_out));
	Mux4b #(16) muxRegFile(.in3(mdata), .in2(sximm8), .in1({7'b0, (pc_out + 9'b1)}),
						   .in0(datapath_out), .s(vsel), .out(data_in));
endmodule
module Mux4b(in3, in2, in1, in0, out, s);
	parameter n = 16;
	input [n-1:0] in0, in1, in2, in3;
	input [1:0] s;
	output reg [n-1:0] out;
	always @(*) begin
		case(s)
			2'b00: out = in0;
			2'b01: out = in1;
			2'b10: out = in2;
			2'b11: out = in3;
			default: out = {n{1'bx}};
		endcase
	end
endmodule
module regfile(clk, writenum, write, data_in, readnum, data_out);
    input [2:0] writenum, readnum;
    input write, clk;
    input [15:0] data_in;
    output [15:0] data_out;
    wire [7:0] loadR;
    wire [15:0] R0, R1, R2, R3, R4, R5, R6, R7;
    wire [7:0] writeout, readout;
    assign loadR = {writeout[7] & write,
                    writeout[6] & write,
                    writeout[5] & write,
                    writeout[4] & write,
                    writeout[3] & write,
                    writeout[2] & write,
                    writeout[1] & write,
                    writeout[0] & write};
    Dec #(3,8) decwrite(writenum, writeout);
    Dec #(3,8) decread(readnum, readout);
    Reg reg0(clk, data_in, loadR[0], R0);
    Reg reg1(clk, data_in, loadR[1], R1);
    Reg reg2(clk, data_in, loadR[2], R2);
    Reg reg3(clk, data_in, loadR[3], R3);
    Reg reg4(clk, data_in, loadR[4], R4);
    Reg reg5(clk, data_in, loadR[5], R5);
    Reg reg6(clk, data_in, loadR[6], R6);
    Reg reg7(clk, data_in, loadR[7], R7);
    Mux muxy(R0, R1, R2, R3, R4, R5, R6, R7, readout, data_out);
endmodule
module Dec(a, b);
    parameter n = 1;
    parameter m = 2;
    input [n-1:0] a;
    output wire [m-1:0] b;
    assign b = 1 << a;
endmodule
module Reg(clk, in, load, out);
    parameter n = 16;
    input [n-1:0] in;
    input load, clk;
    output [n-1:0] out;
    wire [n-1:0] D = (load ? in : out);
    vDFF #(n) dff(clk, D, out);
endmodule
module Mux(r0, r1, r2, r3, r4, r5, r6, r7, s, out);
    parameter k = 16;
    input [k-1:0] r0, r1, r2, r3, r4, r5, r6, r7;
    input [7:0] s;
    output reg [k-1:0] out;
    always @(*)
    begin
        case(s)
            8'b00000001:
                out = r0;
            8'b00000010:
                out = r1;
            8'b00000100:
                out = r2;
            8'b00001000:
                out = r3;
            8'b00010000:
                out = r4;
            8'b00100000:
                out = r5;
            8'b01000000:
                out = r6;
            8'b10000000:
                out = r7;
            default:
                out = {k{1'bx}};
        endcase
    end
endmodule
module shifter(in, opcode, shift, out);
    input [15:0] in;
    input [2:0] opcode;
    input [1:0] shift;
    output reg [15:0] out;
    always @(*)
    begin
        casex({opcode, shift})
            5'b011xx:
                out = in;
            5'b100xx:
                out = in;
            5'bxxx00:
                out = in;
            5'bxxx01:
                out = in << 1;
            5'bxxx10:
                out = in >> 1;
            5'bxxx11:
                out = { in[15], in[15:1] };
            default:
                out = 16'bx;
        endcase
    end
endmodule
module top(KEY,SW,LEDR,HEX0,HEX1,HEX2,HEX3,HEX4,HEX5,CLOCK_50);
    input CLOCK_50;
    input [3:0] KEY;
    input [9:0] SW;
    output [9:0] LEDR;
    output [6:0] HEX0, HEX1, HEX2, HEX3, HEX4, HEX5;
    wire Z, N, V;
    wire [15:0] out;
    wire [15:0] write_data = out;
    wire [15:0] read_data, dout;
    wire [8:0] mem_addr;
    wire [1:0] mem_cmd;
    wire msel = (1'b0 == mem_addr[8]);
    cpu CPU( .clk (CLOCK_50),  
             .reset (~KEY[1]),
             .read_data(read_data),
             .mem_addr(mem_addr),
             .mem_cmd(mem_cmd),
             .out   (out),
             .Z     (Z),
             .N     (N),
             .V     (V),
             .w     (LEDR[8]) );
    wire e = (msel) & (mem_cmd == 2'b10);
    wire write = (mem_cmd == 2'b01) & (msel);
    tsd tsdMEM(.in(dout), .c(e), .out(read_data));
    RAM #(16, 8, "demo.txt") MEM( .clk(CLOCK_50),
                                  .read_address(mem_addr[7:0]),
                                  .write_address(mem_addr[7:0]),
                                  .write(write),
                                  .din(write_data),
                                  .dout(dout) );
    wire swe = (mem_cmd == 2'b10) & (mem_addr == 9'b101000000);
    tsd tsdSW(.in({8'b0, SW[7:0]}), .c(swe), .out(read_data));
    wire load_led = (mem_addr == 9'b100000000) & (mem_cmd == 2'b01);
    Reg #(8) regLED(.clk(CLOCK_50), .in(write_data[7:0]), .load(load_led), .out(LEDR[7:0]));
    assign HEX5[0] = ~Z;
    assign HEX5[6] = ~N;
    assign HEX5[3] = ~V;
    sseg H0(out[3:0],   HEX0);
    sseg H1(out[7:4],   HEX1);
    sseg H2(out[11:8],  HEX2);
    sseg H3(out[15:12], HEX3);
    assign HEX4 = 7'b1111111;
    assign {HEX5[2:1],HEX5[5:4]} = 4'b1111;  
    assign LEDR[9] = 1'b0;
endmodule
module tsd(in, c, out);
    parameter n = 16;
    input [n-1:0] in;
    input c;
    output wire [n-1:0] out;
    assign out = c ? in : {n{1'bz}};
endmodule
module vDFF(clk,D,Q);
    parameter n=1;
    input clk;
    input [n-1:0] D;
    output [n-1:0] Q;
    reg [n-1:0] Q;
    always @(posedge clk)
        Q <= D;
endmodule
module sseg(in,segs);
    input [3:0] in;
    output reg [6:0] segs;
    always @(in)
    begin
        case(in)
            4'b0000:
                segs = 7'b1000000;
            4'b0001:
                segs = 7'b1111001;
            4'b0010:
                segs = 7'b0100100;
            4'b0011:
                segs = 7'b0110000;
            4'b0100:
                segs = 7'b0011001;
            4'b0101:
                segs = 7'b0010010;
            4'b0110:
                segs = 7'b0000010;
            4'b0111:
                segs = 7'b1111000;
            4'b1000:
                segs = 7'b0000000;
            4'b1001:
                segs = 7'b0011000;
            4'b1010:
                segs = 7'b0001000;
            4'b1011:
                segs = 7'b0000011;
            4'b1100:
                segs = 7'b1000110;
            4'b1101:
                segs = 7'b0100001;
            4'b1110:
                segs = 7'b0000110;
            4'b1111:
                segs = 7'b0001110;
            default:
                segs = 7'b1000000;
        endcase
    end
endmodule

==> out/results.md <==
| Result | Value |
|:---|:---|
| Port Buffer Count | 107 |
| Required arrival time at the worst endpoint | 11.25 ns |
| Area reported by Yosys stat | 9470 µm² |
| Ratio of cells with drive above 1 in the final layout | 10.8% |
| Pins Over Slew Limit | 0 |
| Peak supply drop | 0.107 mV |
| Kind of start point of the critical path | primary input |
| Core utilization before placement | 30.7% |
| Combined flip-flop and latch cell area | 5380 µm² |
| Total power per unit cell area | 149 nW/µm² |
| Final std cells w/o fill | 1,280 |
| Number of vias in the routed layout | 6,714 |
| Count of instances resized after the clock tree is built | 0 |
| Ys cells | 776 |
| DP HPWL | 18.8 mm |
| Buffer count from post-CTS setup fixing | 0 |
| Combinational Area | 3810 µm² |
| GRT busiest layer | met2 |
| Floorplan die width | 180 µm |
| Share of the clock period used by the worst path after layout | 69.1% |
| Type of the tightest min-delay check | flop to flop |
| RSZ-0062 raised after global routing | no |
| Highest net fanout along the worst path | 21 |
| Hold buffers post-CTS | 0 |
| Share of the synthesized area in the top cell type | 56.7% |
| Placement Rows | 64 |
| Critical setup path kind | primary input to flop |
| Clk pin slew, worst setup/hold paths | 0.07 ns |
| Register share after synthesis | 56.7% |
| Number of vias per cell | 5.25 |
| Setup WS pre-CTS | 3.01 ns |
| Overall power | 1.71 mW |
| Syn_area_per_cell | 12.2 µm² |
| Final tally of hold violations | 0 |
| Number of detailed-route iterations in the first pass | 22 |
| Root buffer cell | clkbuf_16 |
| Arrival time at the worst endpoint | 7.85 ns |
| Die Size | 32,300 µm² |
| Total Wirelength | 26.2 mm |
| Total clock buffers created by CTS | 17 |
| Routed len/inst | 20.5 µm |
| Post-Route Skew | 0.00755 ns |
| Fin worst setup slack | 3.40 ns |
| Reported max-cap violation count | 0 |
| Cell area after synthesis | 9470 µm² |
| Kind of end point of the critical path | flop |
| Synthesized registers | 179 |
| Residual DRC | 0 |
| Maximum number of pins on one net before global-route repair | 40 |
| DRC marker count from the first detailed-route iteration | 357 |
| Result of the run | finished, final reports clean |
| Distinct cell type count after synthesis | 78 |
| Global-route track usage on met3 | 7.64% |
| Cell taking the most area after synthesis | edfxtp_1 |
| Number of antenna violations at the first check in global routing | 0 |
| Residual overflow from global routing | 0 |
| Floorplan die height | 180 µm |
| Fillers | 2,916 |
| Setup total negative slack | 0 ns |
| Weighted congestion reported at the end of routability-driven placement | 0.869 |
| GR Util met2 | 25.5% |
| Flip-flop cell with the highest count after synthesis | edfxtp_1 |
| Slew of the pin with the lowest slew margin | 0.872 ns |
| TritonCTS clock tree | done |
| First-pass GRT wire length | 39.7 mm |
| Maximum frequency from static timing analysis | 132 MHz |
| Static leakage | 3.92 nW |
| Count of library flops with an enable pin | 179 |
| Tool warning count | 26 |
| Maximum root-to-sink buffer count | 2 |
| Met1 GRT Util | 24.4% |
| Number of sinks driven by the clock tree | 179 |
| Final Critical Period | 7.60 ns |
| Number of global-route vias before repair | 6,624 |
| Boundary Pins | 108 |
| Count of antenna-violating nets left after detailed routing | 0 |
| Top area cell types | edfxtp_1, mux2i_1, mux4_2 |
| Syn Inst Count | 776 |
| Utilization after layout | 37.3% |
| Proportion of synthesized flip-flops having asynchronous set or reset | 0% |
| Global router's overall resource usage | 17.1% |
| Clock latency at the later pin of the worst-skew pair | 0.42 ns |
| Total number of yosys warnings | 7 |
| Placed insts | 1,247 |
| Synthesis-to-finish area growth | 21.3% |
| Core area | 30,800 µm² |
| Number of endpoints failing setup at the final stage | 0 |
| Relative slew slack | 41.4% |
| Deepest level of the CTS H-tree | 4 |
cell type report:
| cell class | instances | area share, % |
|---|---|---|
| Tap cell | 396 | 4.31 |
| Sequential cell | 179 | 46.8 |
| Timing Repair Buffer | 125 | 10.5 |
| Inverter | 17 | 0.555 |
| Multi-Input combinational cell | 530 | 33.1 |
| Antenna cell | 1 | 0.0218 |
| Clock inverter | 15 | 1.04 |
| Clock buffer | 17 | 3.70 |
where the power goes:
group	internal [mW]	switching [mW]
logic	0.148	0.182
clock network	0.294	0.265
registers	0.803	0.0223
placed cells by master (no fill, tap or decap), types with 16 or more instances in the layout:
cell type / Yosys / layout
edfxtp_1: 179 / 179
clkdlybuf4s50_1: 0 / 107
nor2_1: 54 / 54
o21ai_0: 48 / 48
nand2_1: 47 / 47
a21oi_1: 34 / 34
mux2i_1: 31 / 31
nor2b_1: 27 / 27
buf_4: 9 / 18
nand3_1: 17 / 17
clkbuf_16: 0 / 17
inv_1: 16 / 16
ha_1: 16 / 16
through the flow:
stage / hold WS, ns / cell area [µm²]
after global routing: 0.620 / 11500
after detailed placement: 0.584 / 10900
final: 0.596 / 11500
after global placement: 0.571 / 10900
after CTS: 0.602 / 11500
after floorplan: 0.536 / 9470
cell families after synthesis:
logic type                 Yosys count  share of synthesized area, %
AOI/OAI and AO/OA                  206                          15.0
xor gates and xnor gates            26                          2.40
adders and majority gates           18                          2.54
buffers and inverters               67                          3.20
DFF                                179                          56.7
muxes                               58                          7.83
and+or+nand+nor                    222                          12.3
Yosys cell counts (all sizes together) (15+ instances only):
cell type  count
a21oi         36
buf           20
clkbuf        30
edfxtp       179
ha            16
inv           16
mux2          16
mux2i         31
nand2         48
nand2b        15
nand3         17
nor2          54
nor2b         27
o21ai         50
path summary, 6_finish.rpt:
check,from,endpoint,slack [ns],cells past startpoint
worst min-delay path,REGFILE.reg0.dff.Q[11],regA.dff.Q[11],0.60,1
worst max register to register,regB.dff.Q[3],regStatus.dff.Q[0],6.10,20
worst max-delay path,shift[0],regStatus.dff.Q[0],3.40,21
worst min register to register,REGFILE.reg0.dff.Q[11],regA.dff.Q[11],0.60,1
layer usage:
layer | wire length, µm | vias to the layer above
met4 | 414 | 0
met3 | 2780 | 29
li1 | - | 3195
met2 | 11900 | 268
met1 | 11100 | 3222
met5 | 0 | -
registers in the layout, summed over array words and instances (netlist names):
signal              flops
REGFILE.reg5.dff.Q     16
REGFILE.reg1.dff.Q     16
regA.dff.Q             16
REGFILE.reg2.dff.Q     16
REGFILE.reg0.dff.Q     16
REGFILE.reg6.dff.Q     16
REGFILE.reg7.dff.Q     16
regB.dff.Q             16
REGFILE.reg3.dff.Q     16
regStatus.dff.Q         3
REGFILE.reg4.dff.Q     16
regC.dff.Q             16
critical path, cell delays in order:
cell             delay [ns]
clkdlybuf4s50_1        0.90
nor2_1                 0.25
or3_1                  0.46
a221oi_1               0.32
nand2_1                0.14
and2_1                 0.18
xor2_1                 0.15
ha_1                   0.33
a21oi_1                0.08
a31oi_1                0.23
o21ai_2                0.11
a21oi_2                0.30
a21oi_2                0.10
a211o_1                0.30
o21a_1                 0.23
fa_1                   0.54
o221ai_1               0.18
or3_1                  0.40
nor4_1                 0.16
nand4_1                0.13
nor4_2                 0.15
Power figures rest on the tool's default switching activity, not on a simulated workload.
